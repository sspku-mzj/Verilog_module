### design/flow/design.v
`timescale 1ns/1ps
module sync_fifo #(
    parameter WIDTH = 32,
    parameter DEPTH = 8,
    parameter ADDR_WIDTH = $clog2(DEPTH)
)(
    i_clk,
    i_rstn,
    i_wren,
    i_rden,
    i_wdata,
    o_rdata,
    o_empty,
    o_full
);
    input           i_clk;
    input           i_rstn;
    input           i_wren;
    input           i_rden;
    input [31:0]    i_wdata;
    output [31:0]   o_rdata;
    output          o_empty;
    output          o_full;
    reg                full;
    reg                empty;
    reg [ADDR_WIDTH:0] wptr;
    reg [ADDR_WIDTH:0] rptr;
    reg [ADDR_WIDTH:0] next_rptr;
    reg [ADDR_WIDTH:0] next_wptr;
    reg [WIDTH-1:0]    mem [DEPTH-1:0];
    wire               wptr_msb;
    wire               rptr_msb;
    wire               next_wptr_msb;  
    always @(posedge i_clk) begin
        if(i_wren)
            mem[wptr[ADDR_WIDTH-1:0]] <= i_wdata;
    end
    assign o_rdata = mem[rptr[ADDR_WIDTH-1:0]];
    assign next_wptr = (wptr[ADDR_WIDTH-1:0] == DEPTH - 1) ? {~wptr[ADDR_WIDTH], {(ADDR_WIDTH){1'b0}}} : wptr + 1'b1;
    always @(posedge i_clk or negedge i_rstn) begin
        if(!i_rstn)
            wptr <= {(ADDR_WIDTH+1){1'b0}};
        else if(i_wren)
            wptr <= next_wptr;    
    end
    assign next_rptr = (rptr[ADDR_WIDTH-1:0] == DEPTH - 1) ? {~rptr[ADDR_WIDTH], {(ADDR_WIDTH){1'b0}}} : rptr + 1'b1;
    always@(posedge i_clk or negedge i_rstn) begin
        if(~i_rstn)
            rptr <= {(ADDR_WIDTH+1){1'b0}};
        else if(i_rden)
            rptr <= next_rptr;
    end
    assign wptr_msb = wptr[ADDR_WIDTH];
    assign rptr_msb = rptr[ADDR_WIDTH];
    assign next_wptr_msb = next_wptr[ADDR_WIDTH];
    always@(posedge i_clk or negedge i_rstn)begin
        if(!i_rstn)
            empty <= 1'b1;
        else if(!i_wren && wptr == rptr)
            empty <= 1'b1;
        else if(i_wren && !i_rden && wptr == rptr)
            empty <= 1'b0;
        else if(i_rden && !i_wren && next_rptr == wptr)
            empty <= 1'b1;
    end
    always@(posedge i_clk or negedge i_rstn)begin
        if(!i_rstn)
            full <= 1'b0;
        else if(!i_rden && wptr[ADDR_WIDTH-1:0] == rptr[ADDR_WIDTH-1:0] && wptr_msb != rptr_msb)
            full <= 1'b1;
        else if(i_rden && !i_wren && wptr[ADDR_WIDTH-1:0] == rptr[ADDR_WIDTH-1:0] && wptr_msb != rptr_msb)
            full <= 1'b0;
        else if(i_wren && !i_rden && next_wptr[ADDR_WIDTH-1:0]  == rptr[ADDR_WIDTH-1:0] && next_wptr[ADDR_WIDTH] != rptr[ADDR_WIDTH])
            full <= 1'b1;
    end
    assign o_empty = empty;
    assign o_full = full;
endmodule
### design/flow/run.sh
#!/bin/bash
# OpenROAD 26Q1-2900-gdf79404cd8, Yosys 0.63+post, stock flow scripts
make -C /OpenROAD-flow-scripts/flow DESIGN_CONFIG=/design/flow/config.mk WORK_HOME=/design/flow/orfs finish
### design/flow/config.mk
export PLATFORM = sky130hd
export DESIGN_NAME = sync_fifo
export DESIGN_NICKNAME = sync_fifo
export VERILOG_FILES = /design/flow/design.v
export SDC_FILE = /design/flow/constraint.sdc
export NUM_CORES = 4
export LEC_CHECK = 1
export CORE_UTILIZATION = 40
### design/flow/constraint.sdc
current_design sync_fifo

set clk_period 6.7
set clk_io_pct 0.2

create_clock -name clk0 -period $clk_period [get_ports {i_clk}]

set non_clock_inputs [all_inputs -no_clocks]
set_input_delay [expr $clk_period * $clk_io_pct] -clock clk0 $non_clock_inputs
set_output_delay [expr $clk_period * $clk_io_pct] -clock clk0 [all_outputs]
==> insert_results.sql <==
-- generated from flow reports
INSERT INTO impl_metrics (metric_group, metric, value, unit) VALUES
('floorplan', 'die-area', '0.0270', 'mm2'),
('finish', 'post_route_cells_drive_above_1_share', '0.219', ''),
('sta', 'final.setup.tns', '0', 'ns'),
('clock_network', 'cts_max_level', '1', ''),
('setup_path', 'setup.worst_path.start_class', 'register', ''),
('floorplan', 'top_ports', '70', ''),
('synth', 'ys_area', '0.0105', 'mm2'),
('routing', 'wire_per_inst', '21.6', 'um'),
('setup_path', 'critical_path_endpoint_category', 'primary output', ''),
('finish', 'finish.utilization', '0.486', ''),
('setup_path', 'crit_type', 'register to primary output', ''),
('routing', 'avgViaCountPerCell', '5.29', ''),
('synth', 'postSynthRegisterBits', '266', ''),
('synth', 'aoi_share', '0.00820', ''),
('clock_network', 'insertion_delay', '0.52', 'ns'),
('clock_network', 'clkTransAtPathRegs', '0.06', 'ns'),
('synth', 'post_synth_xor_xnor_area', '0.0106', ''),
('synth', 'synth-async-reset-ratio', '0.0376', ''),
('clock_network', 'tritoncts', 'yes', ''),
('setup_path', 'cpPeakStageDelay', '0.91', 'ns'),
('global_routing', 'globalRoute.totalOverflow', '0', ''),
('synth', 'syn_inst', '447', ''),
('worst_hold_path', 'hp-start', 'rptr[3]', ''),
('setup_path', 'worstPathCellList', 'buf_4 > mux4_1 > mux2_2 > clkdlybuf4s50_1', ''),
('routing', 'initialDrtViolationCount', '302', ''),
('synth', 'synth_adder_area_share', '0.00475', ''),
('synth', 'synth.cellmix.simpleShare', '0.0121', ''),
('floorplan', 'die_height', '164', 'um'),
('sta', 'timing.clock.skew', '0.0151', 'ns'),
('synth', 'synth-cells-yosys', '447', ''),
('synth', 'synth_top_flop_cell', 'edfxtp_1', ''),
('power_and_ir_drop', 'leakagePower', '4.14', 'nW'),
('sta', 'tightest_slew', '0.848', 'ns'),
('setup_path', 'cp_slowest_cell', 'dfrtp_4', ''),
('routing', 'antennaDiodeCount', '0', ''),
('sta', 'min_period', '4.67', 'ns'),
('finish', 'cell_area_after_layout', '0.0126', 'mm2'),
('worst_hold_path', 'worstHoldPathType', 'register to register', ''),
('floorplan', 'row_count', '59', ''),
('clock_network', 'cts_setup_buffers', '0', ''),
('placed_design', 'dpl_cell_area', '0.0116', 'mm2'),
('clock_network', 'clk_path_buf_depth', '3', ''),
('run', 'tool_warnings', '25', ''),
('power_and_ir_drop', 'power.ir.vdd_worst', '0.173', 'mV'),
('setup_path', 'worst_path_dominant_cell_family', 'buffers and inverters', ''),
('setup_path', 'timing.rr.start', 'rptr[0]', ''),
('run', 'max-cap-violations', '0', ''),
('finish', 'mi_logic_area', '0.00247', 'mm2'),
('status', 'status', 'finished clean', ''),
('clock_network', 'cts_buffer_count', '27', ''),
('synth', 'netlist_area', '0.0105', 'mm2'),
('clock_network', 'clockRootBuffer', 'clkbuf_16', ''),
('floorplan', 'dieWidth', '164', 'um'),
('power_and_ir_drop', 'power_dens_cells', '424', 'mW/mm2'),
('setup_path', 'critPathArrivalTime', '3.33', 'ns'),
('sta', 'count_of_endpoints_failing_hold_in_the_final_timing_report', '0', ''),
('synth', 'syn_avg_cell_area', '23.6', 'um2'),
('routing', 'vias', '4695', ''),
('routing', 'postRouteAntennaNets', '0', ''),
('sta', 'fmax', '0.214', 'GHz'),
('setup_path', 'crit_path_start', 'rptr[0]', ''),
('synth', 'synth-edff-count', '256', ''),
('routing', 'finalWirelength', '19.2', 'mm'),
('global_routing', 'grt_pass1_vias', '5066', ''),
('sta', 'setup_slack', '2.03', 'ns'),
('routing', 'drtPass1Iterations', '4', ''),
('global_routing', 'global_route_wire_length_before_repair', '29.1', 'mm'),
('floorplan', 'core_region_area', '0.0259', 'mm2'),
('clock_network', 'cts_hold_buf', '0', ''),
('sta', 'finalCritPeriodShare', '0.697', ''),
('setup_path', 'worstPathMaxFanout', '45', '');
-- per-layer routing --
metal | share of wire | wire, um | up-vias | global-route usage
met1 | 0.38 | 7260 | 2341 | 0.230
met5 | 0 | 0 | - | 0
met3 | 0.12 | 2290 | 27 | 0.0873
met4 | 0.017 | 323 | 0 | 0.0223
li1 | - | - | 2095 | -
met2 | 0.48 | 9290 | 232 | 0.248
-- metrics by stage --
stage / total power, mW / hold slack (ns) / std cells
6_report: 5.34 / 0.525 / 888
5_1_grt: 5.62 / 0.546 / 888
4_1_cts: 5.43 / 0.528 / 888
3_5_place_dp: 3.83 / 0.515 / 840
3_3_place_gp: 3.79 / 0.513 / 840
2_1_floorplan: 3.17 / 0.457 / 447
-- final cells by class --
cell class,count,area share
Timing Repair Buffer,82,0.0626
Multi-Input combinational cell,154,0.196
Inverter,3,0.000894
Tap cell,335,0.0333
Sequential cell,266,0.631
Clock inverter,16,0.0212
Clock buffer,32,0.0551
-- registers in the layout, indices dropped and copies added, names as in the netlist --
register	count
rptr	4
wptr	4
mem	256
empty	1
full	1
-- cells in the final DEF, fill, tap and decap left out, drive strengths merged, types with 3 or more instances in the layout --
cell / n
a31oi: 3
buf: 13
bufinv: 7
clkbuf: 32
clkdlybuf4s50: 69
clkinv: 4
clkinvlp: 4
dfrtp: 9
edfxtp: 256
ha: 4
inv: 4
mux2: 37
mux4: 64
nand2: 6
nand2b: 3
nor2: 8
nor3: 4
o21ai: 3
xnor2: 5
xor2: 6
-- final timing paths --
kind,end,slack [ns],cells after the start
worst min-delay path,rptr[3],0.52,1
worst max register to register,full,4.26,5
worst min register to register,rptr[3],0.52,1
worst max-delay path,o_rdata[21],2.03,4
min in group asynchronous,rptr[3],1.14,1
max in group asynchronous,rptr[0],5.20,1
-- where the power goes --
part	internal [mW]	total, mW	switching [mW]
sequential	2.07	2.28	0.205
clock	1.01	1.59	0.584
combinational	0.909	1.47	0.557
total	3.99	5.34	1.35
-- Yosys cell counts (all sizes together) (2+ instances only) --
cell | n | area (um2)
nor4b | 2 | 17.5
nand2 | 6 | 22.5
xor2 | 6 | 52.6
clkbuf | 7 | 26.3
o21ai | 3 | 15.0
a31oi | 3 | 25.0
nor3 | 4 | 20.0
dfrtp | 9 | 225
nand2b | 3 | 18.8
ha | 4 | 50.1
inv | 3 | 11.3
nor2 | 8 | 30.0
mux2 | 37 | 417
buf | 17 | 134
edfxtp | 256 | 7690
a21oi | 2 | 10.0
xnor2 | 5 | 58.8
mux4 | 64 | 1630
-- worst reg2reg max path, cell delays in order, from the launching register on --
cell,delay [ns]
dfrtp_4,0.91
buf_4,0.58
xnor2_2,0.19
nand2_1,0.12
or4_1,0.48
nand3_1,0.08
-- cells by family (layout without fill, tap and decap cells) --
kind of cell,Yosys count,after routing
compound gates,12,12
mux,101,101
fa+ha+maj,4,4
xor+xnor,11,11
flops,266,266
buf+inv,27,133
simple gates,26,26
Power is estimated from default activity; no workload was simulated.
