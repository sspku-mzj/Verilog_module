<file path="flow/config.mk">
export PLATFORM = sky130hd
export DESIGN_NAME = arbiter_parameter2
export DESIGN_NICKNAME = arbiter_parameter2
export VERILOG_FILES = /design/flow/design.v
export SDC_FILE = /design/flow/constraint.sdc
export NUM_CORES = 4
export LEC_CHECK = 1
export CORE_AREA = 10 10 70 70
export DIE_AREA = 0 0 80 80
</file>
<file path="flow/constraint.sdc">
current_design arbiter_parameter2

set clk_period 3.3
set clk_io_pct 0.2

create_clock -name clk0 -period $clk_period

set non_clock_inputs [all_inputs -no_clocks]
set_input_delay [expr $clk_period * $clk_io_pct] -clock clk0 $non_clock_inputs
set_output_delay [expr $clk_period * $clk_io_pct] -clock clk0 [all_outputs]
</file>
<file path="flow/run.sh">
#!/bin/bash
# OpenROAD 26Q1-2900-gdf79404cd8, Yosys 0.63+post, stock flow scripts
make -C /OpenROAD-flow-scripts/flow DESIGN_CONFIG=/design/flow/config.mk WORK_HOME=/design/flow/orfs finish
</file>
<file path="flow/design.v">
module arbiter_parameter #(
    parameter REQ_WIDTH = 16
)(
    input   [REQ_WIDTH-1:0] req,
    output  [REQ_WIDTH-1:0] grant
);
    logic   [REQ_WIDTH-1:0] pre_req;
    always_comb begin 
        pre_req[0] = req[0];
        grant[0] = req[0];
        for(int i = 1; i < REQ_WIDTH; i=i+1) begin
            grant[i] = req[i] & !pre_req[i-1];
            pre_req[i] = req[i] | pre_req[i-1];
        end
    end
    assign grant = req & (~(req-1));
endmodule
module arbiter_parameter2 #(
    parameter REQ_WIDTH = 16
)(
    input   [REQ_WIDTH-1:0] req,
    output  [REQ_WIDTH-1:0] grant
);
    assign grant = req & (~(req-1));
endmodule
</file>
==> reports/summary.txt <==
Area Overhead vs Synth: 177%
hold slack: 2.03 ns
die height: 80 um
via count: 378
global route overflow: 0
endpoints failing hold: 0
CP Data Required Time: 2.64 ns
Synth Area per Inst: 7.59 um2
die area: 0.00640 mm2
Ys Warns: 0
Worst Path Arrival: 2.59 ns
floorplan utilization: 0.0689
Pleak: 0.229 nW
Flop area: 0 um2
startpoint types: input port
Cell Area, Synth: 235 um2
crit path capture: grant[15]
most numerous logic cells after layout: 31 x clkdlybuf4s50_1, 4 x inv_1, 4 x buf_4
Finished Core Util: 0.191
Simple Share, Synth: 0.835
DR vias/cell: 3.44
switch share: 0.343
initial antenna violation count: 0
vias in the first global route: 371
Gate power share: 1.000
fillers: 392
Switch Pwr: 0.0149 mW
TNS Setup: 0 ns
Synth area leader: nor4_2
layout cells sized above 1: 0.234
RSZ-0062 raised after global routing: true
Multiplexer share: 0
Top cell excl fill/tap: clkdlybuf4s50_1
fmax: 308 MHz
Seq share, synth: 0
drt initial violations: 8
# Max-Cap Violations: 0
Largest logic family: simple AND/OR/NAND/NOR gates
tool warning count: 33
Clk pwr share: 0
status: completed
yosys stat cell total: 31
Slew Viols, Final: 0
Flop pwr share: 0
die width: 80 um
IO Pins: 32
final period utilization: 0.983
drc violations: 0
row count: 21
Synth Area in Compound Gates: 0
cell count after synthesis: 31
cts hold-fix bufs: 0
Int Power: 0.0285 mW
Final Critical Period: 3.25 ns
global-route wire length before repair: 1740 um
Worst-Margin Slew: 0.293 ns
IO buf count: 32
area share of xor/xnor cells in the synthesized design: 0
YS chip area: 235 um2
Routed WL: 1240 um
seq_cells: 0
DR pass1 iterations: 2
worst hold path type: in2out
post-route ant nets: 0
drt wl/cell: 11.3 um
Unique cell types: 17
Hold Crit Depth: 4
pin count of the biggest net entering global routing: 13
Critical Path Sink Type: primary output
Final Total Pwr: 0.0434 mW
Synth area leaders: nor4_2 16%, or4b_2 8.5%, nor4_1 8.0%, or3b_2 7.4%, nor3_1 6.4%
antenna cells: 0
routability cong.: 0.759
Peak VDD IR: 0.0281 mV
total track usage: 0.0337
PwrDens: 66.5 mW/mm2
Adder Share, Synth: 0
area share, top type: 0.160
crit path launch: req[6]
clock buffer count: 0
critical path class: in2out
number of setup violations in the final report: 0
Crit Path Max Fanout: 8
Gate Area: 226 um2
Slew headroom: 0.802
core area: 0.00342 mm2
-- per-stage QoR --
stage / instances / cell area, um2 / setup slack, ns
after CTS: 110 / 619 / 0.0107
final: 110 / 652 / 0.0549
after global placement: 110 / 619 / 0.0563
after global routing: 110 / 652 / -0.00604
after detailed placement: 110 / 619 / 0.0521
after floorplan: 31 / 235 / 1.09
-- synth_stat cells --
master / n
nor3_1: 3
nor4_2: 3
nor4b_1: 1
nor4b_2: 1
or4_1: 2
or3b_2: 2
or4_4: 1
nand2b_1: 2
or4b_2: 2
inv_1: 4
buf_2: 1
buf_6: 1
buf_4: 1
nor2b_1: 1
nor3b_1: 2
nor2_1: 1
nor4_1: 3
-- area by class of cell --
type,count,area share
Timing Repair Buffer,36,0.541
Multi-Input combinational cell,24,0.347
Tap cell,46,0.0883
Inverter,4,0.0230
-- cell families (layout without fill, tap and decap cells) --
group / after synthesis / in the layout
simple gates: 24 / 24
buf+inv: 7 / 40
-- power by group through the flow --
stage,clock network (mW),logic (mW),registers (mW)
4_1_cts,0,0.0418,0
5_1_grt,0,0.0467,0
6_report,0,0.0434,0
-- worst max-delay path, cell delays in order --
cell and delay (ns):
clkdlybuf4s50_1 0.43, or4_1 0.53, buf_4 0.20, nor4_4 0.26
clkdlybuf4s50_1 0.51
-- routing by layer --
| metal | part of all wire | routed length, um | global-route usage |
|---|---|---|---|
| met1 | 0.58 | 718 | 0.0567 |
| met2 | 0.23 | 289 | 0.0305 |
| met3 | 0.19 | 235 | 0.0250 |
| met4 | 0 | 0 | 0 |
| met5 | 0 | 0 | 0 |
-- timing repair --
item | 4_1_cts | 5_1_grt
gates resized | 0 | 5
endpoints found under the setup margin | 0 | 3
buffers inserted | 0 | 0
endpoints found under the hold margin | 0 | 0
-- how the worst min path moves through the flow --
stage | end | from | slack, ns
6_report | grant[13] | req[13] | 2.03
5_1_grt | grant[13] | req[13] | 2.08
4_1_cts | grant[7] | req[7] | 2.29
No activity file was given, so power comes from the tool's default toggle rates.
