==> flow/design.v <==
module arbiter_rr #(
    parameter WIDTH = 3
)(
    input               clk,
    input               rst,
    input   [WIDTH-1:0] req,
    output  [WIDTH-1:0] grant
);
    reg     [WIDTH-1:0] onehot;
    always @(posedge clk or negedge rst) begin
        if(!rst)
            onehot <= {{(WIDTH-1){1'b0}},1'b1};
        else 
            if(|req)
                onehot <= {grant[WIDTH-2:0],grant[WIDTH-1]};
    end
    wire [2*WIDTH-1:0]  double_req = {req,req};
    wire [2*WIDTH-1:0]  double_grant = double_req & ~(double_req - onehot);
    assign grant = double_grant[WIDTH-1:0] | double_grant[2*WIDTH-1:WIDTH];
endmodule
==> flow/run.sh <==
#!/bin/bash
# OpenROAD 26Q1-2900-gdf79404cd8, Yosys 0.63+post, stock flow scripts
make -C /OpenROAD-flow-scripts/flow DESIGN_CONFIG=/design/flow/config.mk WORK_HOME=/design/flow/orfs finish
==> flow/config.mk <==
export PLATFORM = sky130hd
export DESIGN_NAME = arbiter_rr
export DESIGN_NICKNAME = arbiter_rr
export VERILOG_FILES = /design/flow/design.v
export SDC_FILE = /design/flow/constraint.sdc
export NUM_CORES = 4
export LEC_CHECK = 1
export CORE_AREA = 10 10 70 70
export DIE_AREA = 0 0 80 80
==> flow/constraint.sdc <==
current_design arbiter_rr

set clk_period 2.2
set clk_io_pct 0.2

create_clock -name clk0 -period $clk_period [get_ports {clk}]

set non_clock_inputs [all_inputs -no_clocks]
set_input_delay [expr $clk_period * $clk_io_pct] -clock clk0 $non_clock_inputs
set_output_delay [expr $clk_period * $clk_io_pct] -clock clk0 [all_outputs]
==> impl_metrics.json <==
{
  "run_status": "finished, violations left",
  "violations": "negative setup slack",
  "stdcell_count": 99,
  "worstSetupStartpointType": "register",
  "drv_slew": 0,
  "cap_viol_max_count": 0,
  "postSynthCellCount": 30,
  "timing.fmax_ghz": 0.4353,
  "place_congestion": 0.7904,
  "synth.distinct_cells": 21,
  "die-area_mm2": 0.006400,
  "postRouteAntennaNets": 0,
  "top_register": "onehot",
  "reg2reg_setup_slack_ps": 310,
  "power.density_mw_per_mm2": 986.2,
  "root_buffer": "clkbuf_4",
  "ys_area_um2": 272.8,
  "area_leaders": "dfrtp_1 (18%), dfstp_2 (9.6%), ha_1 (9.2%), inv_1 (8.3%), fa_1 (7.3%)",
  "finalInstanceArea_um2": 553.0,
  "clk_pin_slew_ps": 40,
  "cts_sinks": 3,
  "comb_area_um2": 216.5,
  "clk_latency_ps": 230,
  "end_kind": "output port",
  "finalClockSkew_ps": 1.088,
  "final.setup.worst_slack_ps": -97.14,
  "clock_path_buffers": 2,
  "cts_tree": "done",
  "dr_wl_met2_um": 319,
  "dpl.cell_count": 90,
  "core_mm2": 0.003416,
  "synth_area_um2": 272.8,
  "setup_viol_count_final": 2,
  "ys_cells": 30,
  "hold_viol": 0,
  "path_class": "register to output port",
  "tool_warnings": 27,
  "path_max_fanout": 2,
  "pin_count": 8,
  "vias_per_cell": 3.061,
  "post_drt_wl_per_cell_um": 8.141,
  "yosysTopAreaCellShare": 0.1835,
  "grt_pass1_vias": 328,
  "grt_pass1_wl_mm": 1.317,
  "vias": 303,
  "rsz0062_at_grt": "true",
  "antenna_found_initial": 0,
  "postSynthAreaPerCell_um2": 9.092,
  "irDropWorstVdd_uv": 398.7,
  "largest_register_ffs": 3,
  "first_iter_violations": 3,
  "required_ps": 1760,
  "routed.top_layer": "met4",
  "n_antenna_cell": 0,
  "fin_crit_sh": 1.044,
  "drt_wl_total_um": 806,
  "critPathArrivalTime_ps": 1860,
  "static-leakage-power_nw": 0.2482,
  "grt_usage": 0.02437,
  "cts_buffers": 3,
  "hold_buffers": 0,
  "die_w_um": 80,
  "synth-seq-area-share": 0.2798,
  "regArea_um2": 76.32,
  "min_period_ps": 2297,
  "grt_max_degree": 7,
  "tightest_slew_ps": 243.3,
  "die-height_um": 80,
  "grt_overflow": 0,
  "layout-drive-gt1-share": 0.5094,
  "top_regs": "onehot: 3 flops",
  "htree_levels": 1,
  "dr.pass1.iters": 4,
  "area_delta_synth_final_pct": 102.8,
  "fp_util": 0.07985,
  "ys.flops": 3,
  "synth_top_cell_by_area": "dfrtp_1",
  "placementRows": 21,
  "io_buffers": 7,
  "yosys_warnings": 1,
  "drcViolationCount": 0,
  "nFillCells": 389,
  "placed_area_um2": 452.9,
  "min_path_type": "primary input to async pin",
  "slew_headroom": 0.8365,
  "wl_met1_um": 425,
  "wl_met3_um": 51
}
[placed cells by master, fill, tap and decap left out, types with 2 or more instances in the layout]
master         count
dlygate4sd2_1      3
dfrtp_1            2
a21oi_1            2
inv_1              5
a21o_1             2
buf_2              2
ha_4               2
buf_6              2
clkbuf_4           3
buf_4             10
[layer usage]
layer  vias to the layer above  track usage
met5                         -            0
met4                         0     0.008803
met3                         2     0.007955
met2                        10      0.03210
met1                       138      0.03548
li1                        153            -
[final cells by class]
cell class,count,area share
tap,46,0.1041
inverter,6,0.04072
timing repair buffer,19,0.2783
multi-input combinational,21,0.3914
clock buffer,4,0.04751
sequential,3,0.1380
[Yosys cell counts (all sizes together)]
library cell and instances:
o31ai 1, a22o 1, a21boi 1, inv 6
o22ai 1, dfrtp 2, a21oi 2, nand2b 1
and2 1, o311a 1, xor2 1, a211o 1
fa 1, nor2 1, a21o 2, a31oi 1
nor3 1, ha 2, dfstp 1, o21ai 2
[cell families after synthesis]
kind of cell    Yosys count  share of synthesized area
compound gates           13                     0.3578
fa+ha+maj                 3                     0.1651
simple gates              4                    0.08256
buf+inv                   6                    0.08256
flops                     3                     0.2798
xor+xnor                  1                    0.03212
[per-stage QoR]
stage	hold slack, ps	worst slack [ps]	util	total power [mW]	TNS [ps]
3_3_place_gp	468.6	-640.2	0.1326	0.3726	-1724
3_5_place_dp	467.4	-635.6	0.1326	0.3754	-1737
4_1_cts	376.7	-109.0	0.1597	0.5386	-109.0
5_1_grt	381.4	-185.8	0.1619	0.5924	-277.2
6_report	384.7	-97.14	0.1619	0.5454	-138.5
2_1_floorplan	144.4	328.7	-	0.2425	0
[report_power, final]
group	internal [mW]	total, mW	switching [mW]
sequential	0.0831	0.101	0.0182
combinational	0.205	0.348	0.143
clock	0.0679	0.0957	0.0278
[critical path, cell delays in order, from the launching register on]
cell,delay (ps)
dfstp_2,550
nand2b_4,60
fa_2,370
buf_6,130
xor2_2,140
o31ai_1,70
o311a_1,200
buf_2,110
[path summary, 6_finish.rpt]
| path | from | endpoint | depth (start not counted) |
|---|---|---|---|
| worst max-delay path | onehot[0]$_DFFE_PN1P_ | grant[2] | 7 |
| worst min register to register | onehot[2]$_DFFE_PN0P_ | onehot[2]$_DFFE_PN0P_ | 1 |
| worst max register to register | onehot[0]$_DFFE_PN1P_ | onehot[2]$_DFFE_PN0P_ | 8 |
| worst min-delay path | rst | onehot[2]$_DFFE_PN0P_ | 1 |
| max in group asynchronous | rst | onehot[0]$_DFFE_PN1P_ | 1 |
| min in group clk0 | onehot[2]$_DFFE_PN0P_ | onehot[2]$_DFFE_PN0P_ | 1 |
[what timing repair did]
item                                    in CTS  in global routing
setup buffers                                4                  1
endpoints found under the setup margin       3                  2
pin swaps                                    7                  2
gates resized                               20                  0
Power figures rest on the tool's default switching activity, not on a simulated workload.
